==> flow/design.v <==
module random (clk, reset_n, random, rnd_ready);
  input clk, reset_n;
  output reg [13:0] random;
  output reg rnd_ready;
  wire xnor_taps, and_allbits, feedback;
  reg [13:0] reg_values;
  reg enable = 1;
  always @(posedge clk, negedge reset_n) begin
    if(!reset_n) begin
      reg_values <= 14'b11111111111111;
      enable <= 1;
      rnd_ready <= 0;
    end 
    else begin
      if(enable) begin
        reg_values[13] = reg_values[0];
        reg_values[12:5] = reg_values[13:6];
        reg_values[4] <= reg_values[0] ^ reg_values[5];
        reg_values[3] = reg_values[4];
        reg_values[2] <= reg_values[0] ^ reg_values[3];
        reg_values[1] = reg_values[2];  
        reg_values[0] <= reg_values[0] ^ reg_values[1];
        if((reg_values <= 5000) && (reg_values >= 1000)) begin
          rnd_ready <= 1;
          random <= reg_values;
        end
      end
    end
  end
endmodule
==> flow/run.sh <==
#!/bin/bash
# OpenROAD 26Q1-2900-gdf79404cd8, Yosys 0.63+post, stock flow scripts
make -C /OpenROAD-flow-scripts/flow DESIGN_CONFIG=/design/flow/config.mk WORK_HOME=/design/flow/orfs finish
==> flow/config.mk <==
export PLATFORM = sky130hd
export DESIGN_NAME = random
export DESIGN_NICKNAME = random
export VERILOG_FILES = /design/flow/design.v
export SDC_FILE = /design/flow/constraint.sdc
export NUM_CORES = 4
export LEC_CHECK = 1
export CORE_AREA = 10 10 91 91
export DIE_AREA = 0 0 101 101
==> flow/constraint.sdc <==
current_design random

set clk_period 4.1
set clk_io_pct 0.2

create_clock -name clk0 -period $clk_period [get_ports {clk}]

set non_clock_inputs [all_inputs -no_clocks]
set_input_delay [expr $clk_period * $clk_io_pct] -clock clk0 $non_clock_inputs
set_output_delay [expr $clk_period * $clk_io_pct] -clock clk0 [all_outputs]
==> results.ini <==
[yosys]
post_synth.cell_area_avg_um2=19.3
synth-seq-area-share_pct=82.5
synth.yosys.chip_area_um2=713
compound_area_share_pct=3.33
synth_flop_count=21
post_synth_num_cell_types=13
xor_xnor_share_pct=3.68
post_synth_main_logic_family=buffers and inverters
synth.area.mux_share_pct=0
yosysCellCount=37
syn-cell-area_um2=713
simple_gate_share_pct=3.68
netlist_instances=37
yosys_warnings=1
synth_adder_area_share_pct=0

[global_route]
grt_max_degree=14
first_global_vias=375
grt_first_pass_wirelength_um=2050
gr-usage-all-layers_pct=2.57
grt_antenna_before_repair=0
grt-ovfl-total=0

[power]
cellPowerDensity_nw_per_um2=357
sequentialPowerShare_pct=62.7
power.switching_uw=60.8
power.share.clock_pct=36.4
leakage_power_nw=0.340
p_sw_share_pct=17.3
p_int_uw=290
pwr-share-comb_pct=0.9
worst_ir_drop_on_vdd_mv=0.112

[cells_and_area]
post_route_cells_drive_above_1_share_pct=28.3
num-fill-cells=674
final_cell_mix=clkdlybuf4s50_1 (16), edfxtp_1 (10), dfstp_2 (10)
areaGrowthSynthToFinish_pct=37.5
layout_top_cell_excl_fill_tap=clkdlybuf4s50_1
final_design_area_no_fill_um2=981

[critical_path]
critPathArrivalTime_ps=2260
timing_worst_setup_path_type=primary input to flop
worstSetupStartpoint=reset_n
crit_path_capture_type=flop
path_max_fanout=13
startpoint_type=primary input
critical_path_required_ps=4060
source_of_the_worst_register_to_register_timing_path=reg_values[11]$_DFF_PN1_

[timing]
slew_headroom_pct=65.9
period_minus_slack_ps=2300
setup_viol_count_final=0
layout_worst_path_cycle_share_pct=56.0
slew_viol_final=0
hold_violation_total_from_the_final_report=0
clock.fmax_mhz=436
tightestPinTransition_ps=510
final.hold.worst_slack_ps=375
worst_case_clock_skew_ps=4.22
setup_tns_ps=0
unrepaired_setup_endpoints_after_global_routing=false

[clocking]
root_buffer=clkbuf_8
clk_transition_reported_paths_ps=70
cts_made_buffers=3
cts-resized-gates=0
post_cts_hold_buffer_count=0
htree_num_levels=1
clock_tree_from_tritoncts=done
max-clock-path-buffers=2
clock-sinks=21
cts_setup_buffers=0
clock_latency_on_the_worst_skew_pair_ps=250

[worst_hold_path]
holdCritPathClass=flop to flop
min_delay_src=reg_values[12]$_DFF_PN1_

[status]
run_status=finished, final reports clean

[placement]
placement.io_buffers=16
final_wtd_congestion=0.729
placed_cell_area_um2=936

[die]
die_height_um=101
floorplan.die_area_um2=10200
floorplan.core_area_um2=6350
ioPinCount=17
fp-utilization_pct=11.2
rows=29
die_w_um=101

[route]
drt_pass1_iterations=3
route.antenna.diode_count=0
drt_iter0_drc=5
vias=333
drtAntennaViolNets=0
avgViaCountPerCell=2.56
drt_drc_violations_left=0
wl_per_cell_um=9.82
routed_wl_um=1280

[flow_run]
tool_warnings=25
maxCapViolCount=0

==> state kept, by name (all words and copies together), names as in the netlist <==
signal,flops
reg_values,10
rnd_ready,1
random,10
==> synthesized netlist by cell type <==
master    count  share of area [%]
dfstp_2      10                 37
edfxtp_1     10                 42
buf_4         4                4.2
xor2_1        3                3.7
inv_1         2                1.1
buf_6         1                1.6
dfrtp_1       1                3.5
nand3b_1      1                1.1
nand4_1       1               0.88
nand4b_1      1                1.2
nor2_1        1               0.53
o221ai_2      1                2.1
o32ai_1       1                1.2
==> layout make-up <==
cell class	instances	area, µm²	share of cell area, %
clock buffer	4	45.0	4.59
multi-input combinational	9	76.3	7.78
timing repair buffer	17	168	17.1
tap	77	96.3	9.82
inverter	2	7.51	0.765
sequential	21	588	59.9
==> power groups by stage <==
stage     Sequential (mW)  Clock [mW]  Combinational [mW]
4_1_cts             0.220       0.131             0.00331
5_1_grt             0.219       0.140             0.00370
6_report            0.220       0.128             0.00314
==> cell families after synthesis <==
logic type                after synthesis
AOI/OAI and AO/OA                       2
and+or+nand+nor                         4
DFF                                    21
buffers and inverters                   7
xor gates and xnor gates                3
==> stage by stage <==
step                      std cells  util [%]  worst slack [ps]  total power, mW
final                           130      15.4              1800            0.350
after global routing            130      15.4              1640            0.364
after CTS                       130      15.4              1770            0.354
after detailed placement        126      14.7              1520            0.227
after global placement          126      14.7              1600            0.227
after floorplan                  37         -              1950            0.224
==> critical path, stage by stage <==
cell	delay, ps
clkdlybuf4s50_1	790
inv_1	90
o32ai_1	310
buf_4	240
==> worst paths after layout <==
| path | endpoint | slack (ps) | cells past startpoint |
|---|---|---|---|
| worst max-delay path | random[5]$_DFFE_PP_ | 1800 | 4 |
| worst min-delay path | reg_values[11]$_DFF_PN1_ | 370 | 0 |
| worst max register to register | random[5]$_DFFE_PP_ | 2690 | 3 |
| worst min register to register | reg_values[11]$_DFF_PN1_ | 370 | 0 |
| max in group asynchronous | reg_values[10]$_DFF_PN1_ | 2830 | 1 |
| min in group asynchronous | rnd_ready$_DFFE_PN0P_ | 900 | 1 |
==> per-layer routing <==
| layer | up-vias | global-route usage (%) | wire length (µm) |
|---|---|---|---|
| li1 | 158 | - | - |
| met1 | 166 | 3.03 | 511 |
| met2 | 7 | 4.32 | 691 |
| met3 | 2 | 1.11 | 63 |
| met4 | 0 | 0.429 | 11 |
| met5 | - | 0 | 0 |
No activity file was given, so power comes from the tool's default toggle rates.
