File: flow/run.sh
#!/bin/bash
# OpenROAD 26Q1-2900-gdf79404cd8, Yosys 0.63+post, stock flow scripts
make -C /OpenROAD-flow-scripts/flow DESIGN_CONFIG=/design/flow/config.mk WORK_HOME=/design/flow/orfs finish
File: flow/config.mk
export PLATFORM = sky130hd
export DESIGN_NAME = counter_4bit
export DESIGN_NICKNAME = counter_4bit
export VERILOG_FILES = /design/flow/design.v
export SDC_FILE = /design/flow/constraint.sdc
export NUM_CORES = 4
export LEC_CHECK = 1
export CORE_AREA = 10 10 70 70
export DIE_AREA = 0 0 80 80
File: flow/constraint.sdc
current_design counter_4bit

set clk_period 1.3
set clk_io_pct 0.2

create_clock -name clk0 -period $clk_period [get_ports {clk}]

set non_clock_inputs [all_inputs -no_clocks]
set_input_delay [expr $clk_period * $clk_io_pct] -clock clk0 $non_clock_inputs
set_output_delay [expr $clk_period * $clk_io_pct] -clock clk0 [all_outputs]
File: flow/design.v
module counter_4bit(
	input clk,
	input reset,
	input enable,
	output reg [3:0] count
);
	always @(posedge clk) begin
		if(reset) count <= 4'b0000;
		else if(enable) count <= count + 1;
	end
endmodule 
==> impl_metrics.tcl <==
# metrics dict for downstream scripts
set metrics [dict create \
    dp_hpwl_um 401 \
    rsz0062_at_grt "no" \
    most-common-layout-cells "dfxtp_2, nor2_1, clkbuf_4, dlygate4sd2_1, buf_4" \
    cp.depth 1 \
    ys_seq_frac 0.448 \
    rows 21 \
    io_pins 7 \
    max_stage_delay_ns 0.32 \
    grt_pass1_vias 125 \
    finalNonFillerCells 74 \
    initCoreUtil 0.0524 \
    top_register "count" \
    die_w_um 80 \
    yosys_warnings 1 \
    fin_worst_skew_ns 0.000485 \
    worstPathRequired_ns 1.04 \
    grt_pass1_wl_um 662 \
    dr.pass1.iters 3 \
    ys_cells 16 \
    period_used_share 0.823 \
    top_area_cell "dfxtp_1" \
    core_area_sq_mm 0.00342 \
    via_per_inst 2.14 \
    largest_reg_flops 4 \
    clock_sinks 4 \
    path_class "reg -> out" \
    hp-class "reg -> reg" \
    crit_slowest_cell "dfxtp_2" \
    largestRegisters "count (4)" \
    slew_headroom 0.907 \
    drt_iter0_markers 8 \
    ys.flops 4 \
    powerDensity_mw_per_mm2 972 \
    tritoncts "built" \
    gr-total-overflow 0 \
    worstPathMaxFanout 4 \
    hold_violations 0 \
    p_leak_uw 0.000164 \
    start_kind "flip-flop" \
    cts_setup_buffers 0 \
    grt_antenna_before_repair 0 \
    worstSetupEndpointType "output port" \
    warnings 25 \
    post-place-cells 71 \
    setup_viol 0 \
    status "finished, final reports clean" \
    startpoint "count[2]" \
    clk_path_buf_depth 2 \
    syn-cell-area_sq_um 179 \
    synthDominantCellAreaShare 0.448 \
    cp_cell_sequence "dlygate4sd2_1" \
    area_leaders "dfxtp_1, mux2_4, ha_1" \
    die_h_um 80 \
    cts_root_buf "clkbuf_4" \
    synth.avg_cell_area_sq_um 11.2 \
    drv_slew 0 \
    ant_nets 0 \
    vdd_ir_drop_max_mv 0.298 \
    syn_inst 16 \
    maxCapViolCount 0 \
    drive_above_1_share 0.464 \
    synth_cell_types 11 \
    final_util 0.101 \
    grtUsageTotal 0.0155 \
    post_drt_wl_per_cell_um 6.62 \
    tightest_slew_ns 0.136 \
    vias 158 \
    cts_buffers 3 \
    chipArea_sq_mm 0.00640 \
    period_minus_slack_ns 1.07 \
    htree_levels 1 \
    wl_um 490 \
    grt_max_degree 5 \
    timing.fmax_mhz 935 \
    reg2reg_to "count[2]" \
    final_common_cell "dfxtp_2" \
    place.gp.congestion 0.665 \
    diodes 0 \
    io_buffers 6 \
    yosys_area_sq_um 179 \
    critPathTopFamily "flip-flops" \
    reg2reg_setup_slack_ns 0.26 \
    drcViolationCount 0 \
    syn_to_final_growth_pct 93.0 \
    insertion_delay_ns 0.23 \
    r2r-start "count[0]" \
    path_clk_slew_ns 0.04 \
    hold_buffers 0 \
    critPathArrivalTime_ns 0.81 \
    cp-endpoint "count[2]" \
    r2r_cells 4 \
    cp.buffers_inverters 1 \
]
power breakdown:
part           switching, uW  leakage (uW)  internal, uW
Sequential              5.49     0.0000343           132
Clock                   48.5     0.0000138           103
Combinational           17.5      0.000116          29.5
per-stage QoR:
stage	TNS, ns	area (sq um)	setup WS [ns]	hold slack [ns]	power (uW)
after global placement	-0.00547	319	-0.00547	0.548	188
final	0	345	0.230	0.537	336
after detailed placement	0	319	0.00487	0.571	189
after CTS	0	343	0.00934	0.538	346
after floorplan	0	179	0.413	0.329	152
after global routing	0	345	0.193	0.556	360
per-layer routing:
metal | global-route usage | wire length (um) | vias up
met4 | 0.00352 | 6 | 0
li1 | - | - | 81
met2 | 0.0120 | 162 | 8
met1 | 0.0199 | 240 | 67
met3 | 0.0227 | 81 | 2
met5 | 0 | 0 | -
synth_stat cells:
cell type  number
dfxtp_1         4
mux2_4          1
a21bo_2         1
nand3b_1        1
nor2_1          3
mux2i_1         1
ha_1            1
nor2b_1         1
a21oi_1         1
nand4_2         1
xnor2_1         1
worst min-delay path by stage:
stage	start	to	slack, ns	cells after the start
after CTS	count[2]	count[2]	0.54	2
final	count[2]	count[2]	0.54	2
after global routing	count[2]	count[2]	0.56	2
final cells by class:
cell class	count	area, sq um
multi-input combinational	12	98.8
tap	46	57.6
sequential	4	85.1
clock buffer	3	22.5
timing repair buffer	9	81.3
fill	402	3070
timing repair:
action,CTS,global route
endpoints found under the setup margin,4,1
hold endpoints to repair,0,0
resized,7,1
cells by family after synthesis:
logic type               Yosys count  synth area share
AND-OR/OR-AND                      2            0.0839
XOR/XNOR                           1            0.0490
AND/OR/NAND/NOR                    6             0.210
adder cells (fa/ha/maj)            1            0.0699
multiplexers                       2             0.140
flip-flops                         4             0.448
No activity file was given, so power comes from the tool's default toggle rates.
